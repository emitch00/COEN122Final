===== design.v =====
`timescale 1ns / 1ps
module IFID(clk, pcIn, instIn, pcOut, instOut);
input clk;
  input [31:0] pcIn;
input [31:0] instIn;
  output reg [31:0] pcOut;
output reg [31:0] instOut;
always@(posedge clk)
begin
pcOut = pcIn;
instOut = instIn;
end
endmodule

===== run.sh =====
#!/bin/bash
# OpenROAD 26Q1-2900-gdf79404cd8, Yosys 0.63+post, stock flow scripts
make -C /OpenROAD-flow-scripts/flow DESIGN_CONFIG=/design/flow/config.mk WORK_HOME=/design/flow/orfs finish

===== config.mk =====
export PLATFORM = sky130hd
export DESIGN_NAME = IFID
export DESIGN_NICKNAME = IFID
export VERILOG_FILES = /design/flow/design.v
export SDC_FILE = /design/flow/constraint.sdc
export NUM_CORES = 4
export LEC_CHECK = 1
export CORE_AREA = 10 10 109 109
export DIE_AREA = 0 0 119 119

===== constraint.sdc =====
current_design IFID

set clk_period 1.0
set clk_io_pct 0.2

create_clock -name clk0 -period $clk_period [get_ports {clk}]

set non_clock_inputs [all_inputs -no_clocks]
set_input_delay [expr $clk_period * $clk_io_pct] -clock clk0 $non_clock_inputs
set_output_delay [expr $clk_period * $clk_io_pct] -clock clk0 [all_outputs]

==> flow_metrics.tcl <==
# collected from the flow reports
set metrics [dict create \
    gp_congestion 0.681 \
    synth_area_leader_cell "dfxtp_1" \
    period_minus_slack_ps 949 \
    top_cells_by_count "dfxtp_1 (64)" \
    wl_per_cell_um 11.4 \
    drc_errors 0 \
    synth_cell_types 1 \
    crit_chain "buf_2" \
    num_rows 36 \
    yosysWarnings 1 \
    grt_usage 0.0529 \
    drv_cap 0 \
    drive_gt1_frac 0.404 \
    die_area_um2 14200 \
    cp_max_fo 1 \
    place_inst 325 \
    finalMaxSlewViolations 0 \
    vdd_drop_max_v 0.000824 \
    slowest_delay_ps 320 \
    area_delta_synth_final_pct 104 \
    clockBufferDepth 2 \
    synth_cells 64 \
    max-slew-margin-rel 0.934 \
    grt_pass1_wl_mm 5.91 \
    hold_viol 0 \
    clk_root_buffer_cell "clkbuf_8" \
    leakagePower_nw 1.14 \
    flop_cell "dfxtp_1" \
    synthesis.area_um2 1280 \
    critPathTopFamily "flip-flops" \
    hold_buffers 0 \
    cts_buffers 9 \
    core_area_um2 9640 \
    first_pass_iters 2 \
    crit_type "reg -> out" \
    most_common_cell "dfxtp_1" \
    grt_pass1_vias 1048 \
    wl_mm 3.88 \
    worstPathArrival_ps 750 \
    logic_gates 0 \
    via_count 975 \
    edf_count 0 \
    path_buffers 1 \
    worstPathRequired_ps 800 \
    ios 129 \
    yosys_area_um2 1280 \
    rsz0062_at_grt "yes" \
    die.size.y_um 119 \
    io_buffer_count 128 \
    cts_tree "yes" \
    cts.sinks 64 \
    logic_area_um2 0 \
    fin_cells 341 \
    die_x_um 119 \
    grt_max_degree 13 \
    ys_async_sr_fraction 0 \
    grt_antenna_before_repair 0 \
    ys.flops 64 \
    path_clk_slew_ps 80 \
    worst_pin_slew_ps 98.3 \
    fin_crit_sh 0.949 \
    top_cells_by_area "dfxtp_1 (100%)" \
    ant_nets 0 \
    ys_cells 64 \
    min_path_type "in -> reg" \
    status "completed" \
    postSynthSeqShare 1.00 \
    first_iter_violations 14 \
    critPathLaunchType "flop" \
    power_density_nw_per_um2 2010 \
    vias_per_cell 2.86 \
    openroad.warnings 26 \
    fmax_mhz 1050 \
    syn_area_per_cell_um2 20.0 \
    place_area_um2 2730 \
    cp_slowest_cell "dfxtp_2" \
    setup_viol 0 \
    grt_overflow_total 0 \
    synth_top_area_share 1.00 \
    htreeDepth 3 \
    final_area_um2 2610 \
    antennaDiodeCount 0 \
    endpoint_kind "primary output" \
    fp-utilization 0.133 \
]
==> worst paths after layout <==
check,from,end,cells after the start
worst min-delay path,pcIn[25],pcOut[25]$_DFF_P_,1
worst max-delay path,instOut[26]$_DFF_P_,instOut[26],1
==> cell type report <==
cell class            count  area, um2
Clock inverter            7       72.6
Tap cell                133        166
Clock buffer              9        124
Sequential cell          64       1290
Fill cell              1012       7030
Timing Repair Buffer    128        961
==> cells in the final DEF (no fill, tap or decap) <==
cell type,netlist,layout
clkinv_4,0,2
clkdlybuf4s50_1,0,64
dfxtp_1,64,60
dfxtp_2,0,4
clkbuf_8,0,9
clkinv_2,0,2
clkinvlp_4,0,2
buf_2,0,64
bufinv_16,0,1
==> power by group <==
part	switching [mW]	internal (mW)	total [mW]	leakage (nW)
logic	0.0491	0.296	0.346	0.502
clock network	1.03	1.15	2.18	0.0952
registers	0.0247	2.68	2.71	0.540
total	1.11	4.13	5.24	1.14
==> kinds of logic after synthesis <==
logic type,synth area share
DFF,1.00
==> registers in the layout, summed over array words and instances (netlist names) <==
signal,flops
instOut,32
pcOut,32
==> metrics by stage <==
stage	setup slack [ps]	setup TNS (ps)	util	hold WS [ps]	total power [mW]
2_1_floorplan	538	0	-	228	2.74
3_3_place_gp	12.9	0	0.283	649	3.26
3_5_place_dp	6.17	0	0.283	652	3.26
4_1_cts	11.5	0	0.270	279	5.39
5_1_grt	-4.37	-9.99	0.271	271	5.55
6_report	50.7	0	0.271	306	5.24
==> per-layer routing <==
metal / global-route usage / vias to the layer above / wire [um]
met5: 0 / - / 0
met4: 0.0153 / 0 / 113
met3: 0.0307 / 7 / 382
met2: 0.0930 / 56 / 2040
met1: 0.0513 / 437 / 1350
li1: - / 475 / -
==> timing repair <==
item,CTS,global route
setup endpoints to repair,64,3
resized,195,3
setup buffers,0,0
Power and IR drop assume default switching activity.
