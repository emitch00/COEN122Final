File: flow/config.mk
export PLATFORM = sky130hd
export DESIGN_NAME = EXWB
export DESIGN_NICKNAME = EXWB
export VERILOG_FILES = /design/flow/design.v
export SDC_FILE = /design/flow/constraint.sdc
export NUM_CORES = 4
export LEC_CHECK = 1
export CORE_AREA = 10 10 122 122
export DIE_AREA = 0 0 132 132
File: flow/constraint.sdc
current_design EXWB

set clk_period 1.0
set clk_io_pct 0.2

create_clock -name clk0 -period $clk_period [get_ports {clk}]

set non_clock_inputs [all_inputs -no_clocks]
set_input_delay [expr $clk_period * $clk_io_pct] -clock clk0 $non_clock_inputs
set_output_delay [expr $clk_period * $clk_io_pct] -clock clk0 [all_outputs]
File: flow/design.v
`timescale 1ns / 1ps
module EXWB(clk, memToReg, dataMem, ALU, regWrt, rd, adder, svpc, memToRegout, dataMemout, ALUout, regWrtout, rdOut, adderOut, svpcOut);
input clk;
input memToReg;
input [31:0] dataMem;
input [31:0] ALU;
input regWrt;
input [5:0] rd;
input [31:0] adder;
input svpc;
output reg memToRegout;
output reg [31:0] dataMemout;
output reg [31:0] ALUout;
output reg regWrtout;
output reg [4:0] rdOut;
output reg [31:0] adderOut;
output reg svpcOut;
always@(posedge clk)
begin
memToRegout = memToReg;
dataMemout = dataMem;
ALUout = ALU;
regWrtout = regWrt;
rdOut = rd;
adderOut = adder;
svpcOut = svpc;
end
endmodule
File: flow/run.sh
#!/bin/bash
# OpenROAD 26Q1-2900-gdf79404cd8, Yosys 0.63+post, stock flow scripts
make -C /OpenROAD-flow-scripts/flow DESIGN_CONFIG=/design/flow/config.mk WORK_HOME=/design/flow/orfs finish
==> Changelog: implementation <==
### Metrics

- Vias: 1520
- Tool warning count: 27
- Max cap viols: 0
- H-tree levels: 3
- Post-synthesis cell type with the largest combined area: dfxtp_1
- Setup crit end kind: primary output
- Sw Ratio: 18.2%
- Outcome: finished, final reports clean
- Total core area: 0.0122 mm2
- Remaining DRCs: 0
- Leakage: 1.82 nW
- Reg power frac: 54.2%
- Final tally of setup violations: 0
- Num ports: 210
- Crit Path Max Fanout: 1
- Final WS setup: 0.0410 ns
- Net Sw Power: 1.48 mW
- Design area: 0.00414 mm2
- Final std cells w/o fill: 495
- Area Overhead vs Synth: 98.9%
- Top Layout Cells: clkdlybuf4s50_1, buf_2, dfxtp_1, dfxtp_2, clkbuf_16
- Crit Path Class: flip-flop to primary output
- Clk sink count: 104
- Yosys top cell area share: 100%
- RePlAce Congestion: 0.761
- Placed cells: 480
- Drt first pass iters: 4
- Die area: 0.0174 mm2
- Port Buffers: 208
- Remaining antenna violation count after routing: 0
- Final hold vios: 0
- P per Cell Area: 1970 mW/mm2
- Cell family with most CP delay: flip-flops
- Worst slew pin tran: 0.109 ns
- Pin count of the biggest net entering global routing: 16
- Type of the worst min-delay path: primary input to flip-flop
- Worst slack, placed: 0.00666 ns
- FP Util: 17.1%
- Register area share after synthesis: 100%
- Combinational Power Share: 7.1%
- Post-synthesis cell count: 104
- Max Fclk: 1040 MHz
- Cell Area, Synth: 0.00208 mm2
- CTS tree: yes
- Routed len/inst: 13.8 um
- Post-synth regs: 104
- Iteration-0 DRC Markers: 46
- Setup tns final: 0 ns
- Slowest CP cell: dfxtp_2
- Die x size: 132 um
- Share of layout cells above drive strength 1: 38.5%
- Ant. Diodes: 0
- Row count: 40
- CP required: 0.80 ns
- Placed wire-length estimate: 5740 um
- Vias in the first global route: 1690
- Logic area: 0 um2
- Slew margin rel.: 92.8%
- Yosys Chip Area: 0.00208 mm2
- Critical path buffers and inverters: 1
- Critical path data arrival time: 0.76 ns
- Critical path's largest stage delay: 0.31 ns
- Internal power: 6.66 mW
- Max-slew violations: 0
- CTS buffer count: 9
- Clk pin slew, worst setup/hold paths: 0.06 ns
- Clock share of power: 38.7%
- Initial antenna violation count: 0
- Yosys cell count: 104
- Total track usage: 7.67%
- Peak supply drop: 1230 uV
- Aggregate global routing overflow: 0
- Mapped Avg Cell Area: 20.0 um2
- Die Y: 132 um
- Avg Vias per Cell: 3.07
- RSZ-0062 raised after global routing: true
- CTS Hold Bufs: 0
- Final core occ: 34.0%
- Synth warn: 1
- Min Tclk post-route: 0.959 ns
- Placed inst area: 0.00437 mm2
- Synth cell types: 1
- Max clock buf depth: 2
- CP Cell Sequence: buf_2
- Post-layout period usage of the worst path: 95.9%
- MI comb cells: 0
- First-pass GRT wire length: 10200 um
- Final WL: 6820 um
- Top cells, area: dfxtp_1
- Critical path startpoint category: flip-flop
- Clk root buf: clkbuf_16
==> through the flow <==
stage / power, mW / hold slack [ns]
global placement: 5.31 / 0.649
CTS: 8.32 / 0.267
global route: 8.56 / 0.264
floorplan: 4.45 / 0.228
detailed placement: 5.31 / 0.652
finish: 8.14 / 0.294
==> kinds of logic (layout without fill, tap and decap cells) <==
family	Yosys count	after routing	share of synthesized area, %
buffers and inverters	0	223	0
flip-flops	104	104	100
==> per-layer routing <==
| layer | wire (um) | vias to the layer above | GRT usage [%] | part of all wire [%] |
|---|---|---|---|---|
| met4 | 111 | 0 | 1.30 | 1.6 |
| li1 | - | 752 | - | - |
| met2 | 3260 | 118 | 12.5 | 48 |
| met5 | 0 | - | 0 | 0 |
| met1 | 2430 | 645 | 7.73 | 36 |
| met3 | 1020 | 5 | 5.92 | 15 |
==> final cells by class <==
| cell class | count | area [um2] |
|---|---|---|
| Sequential cell | 104 | 2090 |
| Timing Repair Buffer | 208 | 1560 |
| Clock buffer | 13 | 260 |
| Tap cell | 168 | 210 |
| Clock inverter | 2 | 15.0 |
| Fill cell | 1247 | 8020 |
==> power by group through the flow <==
stage / clock network (mW) / logic (mW) / registers (mW)
6_report: 3.15 / 0.577 / 4.41
5_1_grt: 3.50 / 0.634 / 4.43
4_1_cts: 3.31 / 0.599 / 4.41
==> cells in the mapped netlist <==
| master | number |
|---|---|
| dfxtp_1 | 104 |
==> repair_timing <==
action	4_1_cts	5_1_grt
resized	332	3
endpoints found under the setup margin	104	8
setup buffers	0	0
pin swaps	0	0
endpoints found under the hold margin	0	0
==> final timing paths <==
kind	startpoint	endpoint	slack, ns	cells after the start
setup / recovery	dataMemout[30]	dataMemout[30]	0.04	1
hold / removal	ALU[20]	ALUout[20]	0.29	1
==> sequential cells by signal (all words and copies together), names as in the netlist <==
register / cells
ALUout: 32
dataMemout: 32
svpcOut: 1
memToRegout: 1
rdOut: 5
regWrtout: 1
adderOut: 32
Power and IR drop assume default switching activity.
